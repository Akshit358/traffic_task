==> flow/design.v <==
module traffic_light_controller (
    input clk,        
    input reset,      
    output reg highway_red,
    output reg highway_yellow,
    output reg highway_green,
    output reg farm_red,
    output reg farm_yellow,
    output reg farm_green
);
    parameter HIGHWAY_GREEN_TIME = 10;    
    parameter HIGHWAY_YELLOW_TIME = 2;    
    parameter FARM_GREEN_TIME = 5;        
    parameter FARM_YELLOW_TIME = 2;       
    typedef enum {
        S_HIGHWAY_GREEN,
        S_HIGHWAY_YELLOW,
        S_FARM_GREEN,
        S_FARM_YELLOW
    } state_t;
    state_t current_state, next_state;
    reg [3:0] timer;   
    always @(posedge clk or posedge reset) begin
        if (reset) begin
            current_state <= S_HIGHWAY_GREEN;
            timer <= 0;
        end else begin
            current_state <= next_state;
            if (timer < 15)   
                timer <= timer + 1;
        end
    end
    always @(current_state, timer) begin
        case (current_state)
            S_HIGHWAY_GREEN: begin
                highway_green = 1;
                highway_yellow = 0;
                highway_red = 0;
                farm_red = 1;
                farm_yellow = 0;
                farm_green = 0;
                if (timer >= HIGHWAY_GREEN_TIME) begin
                    next_state = S_HIGHWAY_YELLOW;
                    timer = 0;
                end else
                    next_state = S_HIGHWAY_GREEN;
            end
            S_HIGHWAY_YELLOW: begin
                highway_green = 0;
                highway_yellow = 1;
                highway_red = 0;
                farm_red = 1;
                farm_yellow = 0;
                farm_green = 0;
                if (timer >= HIGHWAY_YELLOW_TIME) begin
                    next_state = S_FARM_GREEN;
                    timer = 0;
                end else
                    next_state = S_HIGHWAY_YELLOW;
            end
            S_FARM_GREEN: begin
                highway_green = 0;
                highway_yellow = 0;
                highway_red = 1;
                farm_red = 0;
                farm_yellow = 0;
                farm_green = 1;
                if (timer >= FARM_GREEN_TIME) begin
                    next_state = S_FARM_YELLOW;
                    timer = 0;
                end else
                    next_state = S_FARM_GREEN;
            end
            S_FARM_YELLOW: begin
                highway_green = 0;
                highway_yellow = 0;
                highway_red = 1;
                farm_red = 0;
                farm_yellow = 1;
                farm_green = 0;
                if (timer >= FARM_YELLOW_TIME) begin
                    next_state = S_HIGHWAY_GREEN;
                    timer = 0;
                end else
                    next_state = S_FARM_YELLOW;
            end
        endcase
    end
endmodule
==> flow/run.sh <==
#!/bin/bash
# OpenROAD 26Q1-2900-gdf79404cd8, Yosys 0.63+post, stock flow scripts
make -C /OpenROAD-flow-scripts/flow DESIGN_CONFIG=/design/flow/config.mk WORK_HOME=/design/flow/orfs finish
==> flow/config.mk <==
export PLATFORM = sky130hd
export DESIGN_NAME = traffic_light_controller
export DESIGN_NICKNAME = traffic_light_controller
export VERILOG_FILES = /design/flow/design.v
export SDC_FILE = /design/flow/constraint.sdc
export NUM_CORES = 4
export LEC_CHECK = 1
export CORE_AREA = 10 10 70 70
export DIE_AREA = 0 0 80 80
==> flow/constraint.sdc <==
current_design traffic_light_controller

set clk_period 1.6
set clk_io_pct 0.2

create_clock -name clk0 -period $clk_period [get_ports {clk}]

set non_clock_inputs [all_inputs -no_clocks]
set_input_delay [expr $clk_period * $clk_io_pct] -clock clk0 $non_clock_inputs
set_output_delay [expr $clk_period * $clk_io_pct] -clock clk0 [all_outputs]
==> summary.log <==
INFO  status         outcome=finished clean
INFO  logic_synthesis synth-area-yosys=216um2
INFO  die            die_height=80um
INFO  die            core-area=3420um2
INFO  cells_and_area area.growth.synth_to_final=66.5%
INFO  global_route   grt_pass1_wl=641um
INFO  critical_path  cp_max_fo=5
INFO  routing        drt_wl_total=402um
INFO  critical_path  timing.reg2reg.worst_path_depth=1
INFO  critical_path  r2r_setup_slack=0.79ns
INFO  cells_and_area mi_logic_area=53.8um2
INFO  die            floorplan.core_util=6.34%
INFO  cells_and_area postLayoutCellArea=360um2
INFO  global_route   antenna_found_initial=0
INFO  routing        drt_iter0_drc=0
INFO  die            placementRows=21
INFO  final_timing   hold_violations=0
INFO  logic_synthesis synth_area_per_cell=10.8um2
INFO  pwr            power_switching_share=20.0%
INFO  routing        route.detailed.vias_per_inst=1.71
INFO  cells_and_area area.sequential=171um2
INFO  critical_path  worst_r2r_endpoint=current_state[1]
INFO  logic_synthesis top_cells_by_area=sky130_fd_sc_hd__dlxtn_1 (55%), sky130_fd_sc_hd__dfrtp_1 (23%), sky130_fd_sc_hd__clkbuf_1 (5.2%), sky130_fd_sc_hd__and2b_1 (3.5%), sky130_fd_sc_hd__inv_1 (3.5%)
INFO  global_route   first_global_vias=143
INFO  logic_synthesis synth.top_cell.area_share=55.5%
INFO  routing        detailroute.via_count=137
INFO  final_timing   unclocked_regs=8
INFO  clock_network  clk_pin_slew=0.03ns
INFO  place          postPlaceCellArea=359um2
INFO  critical_path  critical_path_arrival=1.24ns
INFO  clock_network  cts-buffers-inserted=3
INFO  worst_hold_path hold_path.class=primary input to asynchronous set/reset pin
INFO  cells_and_area n_fill_cell=407
INFO  pwr            internal_power=143uW
INFO  critical_path  worst_r2r_startpoint=current_state[1]
INFO  routing        drt-pass1-iter-count=1
INFO  final_timing   final_period_minus_worst_setup_slack=1.56ns
INFO  critical_path  worst_setup_end_kind=output port
INFO  global_route   grt.overflow.total=0
INFO  pwr            p_leak=0.180nW
INFO  routing        wire_per_inst=5.03um
INFO  final_timing   final_setup_violating_endpoints=0
INFO  die            die_w=80um
INFO  clock_network  h-tree-depth=1
INFO  pwr            part_of_the_total_power_dissipated_in_the_clock_network=64.8%
INFO  flow_run       drv.max_cap_violation_count=0
INFO  place          dp_worst_setup_slack=-0.0978ns
INFO  global_route   gr-usage-all-layers=1.35%
INFO  cells_and_area layout-drive-gt1-share=23.5%
INFO  pwr            power.switching=35.8uW
INFO  critical_path  worst-endpoint-required=1.28ns
INFO  pwr            pwr-share-comb=2.9%
INFO  die            ioPinCount=8
INFO  logic_synthesis yosys_warnings=13
INFO  final_timing   rsz0062_at_grt=yes
INFO  die            floorplan.die_area=6400um2
INFO  routing        antenna-diode-count=0
INFO  pwr            p_seq_share=32.3%
INFO  routing        drcViolationCount=0
INFO  pwr            vdd_drop_max=0.000210V
INFO  final_timing   setup_ws=0.0440ns
INFO  pwr            power_dens_cells=497nW/um2
INFO  flow_run       openroad.warnings=26
INFO  critical_path  setup.worst_path.class=register to output port
INFO  final_timing   maxClockFrequency=0.643GHz
INFO  logic_synthesis postSynthCellCount=20
INFO  pwr            p_total=179uW
INFO  final_timing   worst_hold_slack=0.246ns
INFO  routing        drtAntennaViolNets=0
INFO  clock_network  cts_tree=yes
INFO  critical_path  startpoint_type=register
INFO  final_timing   pins_over_their_slew_limit=0
INFO  final_timing   unconstrained_endpoints=8
INFO  final_timing   final_min_period_over_clock_period=97.3%
INFO  logic_synthesis synth_flops=10
INFO  place          port_buffers=7
INFO  place          gpl.final_weighted_congestion=0.654
INFO  clock_network  ctsRootBufferMaster=sky130_fd_sc_hd__clkbuf_4
INFO  logic_synthesis post_synth_num_cell_types=9
INFO  clock_network  hold_buffers=0
INFO  clock_network  post_cts_buffers=0
INFO  clock_network  cts.path.max_buffers=2
INFO  logic_synthesis netlist_area=216um2
INFO  global_route   grt_max_degree=8
INFO  logic_synthesis synth-cells-yosys=20
INFO  logic_synthesis netlist.top_cell.by_area=sky130_fd_sc_hd__dlxtn_1
INFO  cells_and_area utilization=10.5%
==> layout make-up <==
class	instances	area share, %
inverter	2	2.08
timing repair buffer	7	13.2
sequential	10	47.6
tap	46	16.0
clock buffer	3	6.25
multi-input combinational	12	14.9
==> state kept, by name, summed over array words and instances (netlist names) <==
signal,flops
current_state,2
next_state,2
farm_green,1
farm_red,1
farm_yellow,1
highway_green,1
highway_red,1
highway_yellow,1
==> synth_stat cells (all sizes together) <==
cell type  n
nor2b      1
and2b      1
dlxtn      8
nor2       1
and2       1
dfrtp      2
conb       1
clkbuf     3
inv        2
==> critical path, cell delays in order (launching register included) <==
cell,delay (ns)
sky130_fd_sc_hd__dfrtp_1,0.40
sky130_fd_sc_hd__and2b_1,0.21
sky130_fd_sc_hd__dlxtn_1,0.32
sky130_fd_sc_hd__buf_2,0.08
==> through the flow <==
| stage | instances | setup TNS, ns |
|---|---|---|
| after floorplan | 27 | 0 |
| after global routing | 80 | -0.0600 |
| after detailed placement | 77 | -0.395 |
| final | 80 | 0 |
| after CTS | 80 | 0 |
| after global placement | 77 | -0.328 |
==> how the worst max path moves through the flow <==
stage	depth (start not counted)	start	slack (ns)	to
6_report	3	current_state[0]	0.04	farm_green
5_1_grt	3	current_state[0]	-0.03	farm_green
4_1_cts	3	current_state[1]	0.001	farm_yellow
==> power by group through the flow <==
| stage | Sequential (mW) | Clock [mW] | Combinational, mW |
|---|---|---|---|
| CTS | 0.0579 | 0.123 | 0.00540 |
| global route | 0.0579 | 0.126 | 0.00653 |
| finish | 0.0580 | 0.116 | 0.00513 |
==> layout by cell type (no fill, tap or decap) <==
cell and count:
sky130_fd_sc_hd__clkbuf_4 3, sky130_fd_sc_hd__nor2b_1 1, sky130_fd_sc_hd__conb_1 8, sky130_fd_sc_hd__inv_1 2
sky130_fd_sc_hd__clkbuf_2 1, sky130_fd_sc_hd__nor2_1 1, sky130_fd_sc_hd__dfrtp_2 1, sky130_fd_sc_hd__dfrtp_1 1
sky130_fd_sc_hd__clkdlybuf4s50_1 1, sky130_fd_sc_hd__dlygate4sd2_1 2, sky130_fd_sc_hd__dlxtn_1 8, sky130_fd_sc_hd__buf_2 3
sky130_fd_sc_hd__and2_1 1, sky130_fd_sc_hd__and2b_1 1
==> repair_timing <==
action | CTS | global route
resized | 14 | 1
pin swaps | 2 | 0
endpoints found under the hold margin | 0 | 0
setup endpoints to repair | 6 | 3
==> metal layers <==
layer,vias up,wire (um),global-route usage (%)
met5,-,0,0
met4,0,25,0.704
met3,3,56,1.25
met1,52,161,1.28
met2,8,158,1.93
li1,74,-,-
==> cells by family (layout without fill, tap and decap cells) <==
group	after synthesis	count (layout)	share of synthesized area (%)
AND/OR/NAND/NOR	4	4	11.0
flip-flops	2	2	23.1
buffers and inverters	5	12	8.67
other	1	8	1.73
latches	8	8	55.5
Power figures rest on the tool's default switching activity, not on a simulated workload.
